[flow/design.v]
`timescale 1ns / 1ps
module Compare(
    input  [31:0] A,
    input  [31:0] B,
    output EQ, 
    output TLZ, 
    output NE, 
    output GEZ
    );
    assign EQ  = ( A == B);
    assign NE =  ( A != B);
    assign TLZ  = ( A[31] < 32'b0 );
    assign GEZ =  ~A[31];
endmodule
[flow/run.sh]
#!/bin/bash
# OpenROAD 26Q1-2900-gdf79404cd8, Yosys 0.63+post, stock flow scripts
make -C /OpenROAD-flow-scripts/flow DESIGN_CONFIG=/design/flow/config.mk WORK_HOME=/design/flow/orfs finish
[flow/config.mk]
export PLATFORM = sky130hd
export DESIGN_NAME = Compare
export DESIGN_NICKNAME = Compare
export VERILOG_FILES = /design/flow/design.v
export SDC_FILE = /design/flow/constraint.sdc
export NUM_CORES = 4
export LEC_CHECK = 1
export CORE_AREA = 10 10 70 70
export DIE_AREA = 0 0 80 80
[flow/constraint.sdc]
current_design Compare

set clk_period 2.4
set clk_io_pct 0.2

create_clock -name clk0 -period $clk_period

set non_clock_inputs [all_inputs -no_clocks]
set_input_delay [expr $clk_period * $clk_io_pct] -clock clk0 $non_clock_inputs
set_output_delay [expr $clk_period * $clk_io_pct] -clock clk0 [all_outputs]
==> notes.md <==
* **endpoints failing setup** 0
* **vertical die size** 80 um
* **final antenna-violating net count** 0
* **core area** 3416 um2
* **number of antenna violations at the first check in global routing** 0
* **Post-CTS Setup Inserts** 0
* **number of top-level design ports** 68
* **Max rail drop VDD** 0.00006180 V
* **critical path launch point type** input pin
* **highest clock frequency the design can meet** 0.4373 GHz
* **delay of the slowest cell on the worst path** 0.47 ns
* **CP required** 1.92 ns
* **all-layer global routing usage** 0.06234
* **final standard cell utilization of the core** 0.3370
* **maximum number of pins on one net before global-route repair** 3
* **final count of hold timing violations** 0
* **1st-iter DRT viols** 3
* **total of fill cells in the finished design** 355
* **cell area after placement** 1120 um2
* **Routed WL per cell** 13.11 um
* **synthesized netlist cell count** 47
* **CP Cell Sequence** clkdlybuf4s50_1 -> xnor2_1 -> nand4_1 -> nor4_4 -> and4_1 -> buf_2
* **area of the mapped netlist** 376.6 um2
* **detailed-route DRC error count** 0
* **Data arrival, critical path** 1.81 ns
* **routed vias/inst** 3.444
* **unrepaired setup endpoints after global routing** no
* **fp_density** 0.1103
* **flip-flop and latch area** 0 um2
* **CLK BUF** 0
* **cell area after layout** 1151 um2
* **run status** finished, final reports clean
* **max-slew violation count** 0
* **sequential cell count** 0
* **capturing element type of the critical path** output pin
* **GR Overflow Total** 0
* **fin crit period** 2.287 ns
* **RePlAce Congestion** 0.7484
* **post-placement setup slack** -0.3843 ns
* **count of TritonRoute iterations in the first routing pass** 2
* **number of buffers inserted by port buffering** 67
* **number of global-route vias before repair** 620
* **fraction of final layout cells sized beyond drive strength 1** 0.05172
* **leakage** 0.5228 nW
* **Unique masters post-synth** 10
* **final WL** 2124 um
* **Tool Warnings** 33
* **number of synthesis warnings** 0
* **Die Width** 80 um
* **number of vias in the routed layout** 558
* **count of antenna diodes in the layout** 0
* **cell count in the Yosys report** 47
* **critical path's slowest cell** clkdlybuf4s50_1
* **wire length of the first global-routing pass** 3167 um
* **Avg Synthesized Cell Area** 8.013 um2
* **maximum fanout count along the critical path** 2
* **area of the die** 6400 um2
* **sequential-to-total area share from yosys stat** 0
* **final critical-path share of the clock period** 0.9528
* **hold crit path type** in -> out
* **Std-Cell Rows** 21
* **total power density per cell area** 144.7 nW/um2
* **kind of critical path** in -> out
* **Area growth, synth to finish** 205.6%
* **Post-DP HPWL** 2060 um
* **number of cells on the worst hold path** 6
* **number of violations of the max-capacitance limit** 0
* **Chip Area, Yosys** 376.6 um2
* **crit path setup slack, layout** 0.1133 ns
[per-layer routing]
layer | wire length (um) | GRT usage | vias to the layer above
met5 | 0 | 0 | -
met4 | 31 | 0.007042 | 0
met3 | 77 | 0.005682 | 2
met2 | 1350 | 0.1340 | 12
met1 | 664 | 0.06196 | 246
li1 | - | - | 298
[layout by cell type, fill, tap and decap left out]
master / synthesis / final
and4_1: 1 / 1
buf_2: 0 / 2
buf_4: 1 / 3
clkdlybuf4s50_1: 0 / 49
conb_1: 1 / 1
dlygate4sd2_1: 0 / 2
dlymetal6s2s_1: 0 / 14
inv_1: 1 / 1
nand4_1: 7 / 7
nor2_1: 1 / 1
nor4_1: 2 / 2
nor4_4: 0 / 1
xnor2_1: 24 / 24
xor2_1: 8 / 8
[critical path, delay by kind of cell]
kind          cells  cell delay, ns
simple gates      3            0.65
buf+inv           2            0.56
xor+xnor          1            0.11
[cell type report]
type | count | area, um2 | area share
timing repair buffer | 70 | 715.7 | 0.6217
multi-input combinational | 45 | 374.1 | 0.3250
tap | 46 | 57.56 | 0.05000
inverter | 1 | 3.754 | 0.003261
[synthesized netlist by cell type (all sizes together)]
master	number	area [um2]
xnor2	24	210.2
xor2	8	70.07
nand4	7	43.79
nor4	3	25.02
and4	1	8.760
buf	1	7.510
conb	1	3.750
inv	1	3.750
nor2	1	3.750
[cell families after synthesis]
logic type / Yosys count / share of synthesized area
xor+xnor: 32 / 0.7442
buf+inv: 2 / 0.02990
simple gates: 12 / 0.2159
other cells: 1 / 0.009957
[through the flow]
stage / hold WS [ns] / total power [mW] / TNS (ns) / cells
final: 1.469 / 0.1666 / 0 / 162
after floorplan: 0.9691 / 0.04990 / 0 / 47
after CTS: 1.609 / 0.1710 / -0.007385 / 162
after global routing: 1.525 / 0.1800 / 0 / 162
after detailed placement: 1.909 / 0.1713 / -0.6450 / 162
after global placement: 1.904 / 0.1686 / -0.5398 / 162
[final timing paths]
path / startpoint / end
max: B[10] / EQ
min: B[16] / NE
[where the power goes]
group / total, mW / switching, mW / internal [mW]
registers: 0 / 0 / 0
logic: 0.167 / 0.0431 / 0.123
clock network: 0 / 0 / 0
total: 0.167 / 0.0431 / 0.123
[repair_timing]
item	4_1_cts	5_1_grt
resized	8	15
hold buffers	0	0
pin swaps	5	13
endpoints found under the setup margin	2	2
Power figures rest on the tool's default switching activity, not on a simulated workload.
