--- ./config.mk ---
export PLATFORM = sky130hd
export DESIGN_NAME = RegisterFile
export DESIGN_NICKNAME = RegisterFile
export VERILOG_FILES = /design/flow/design.v
export SDC_FILE = /design/flow/constraint.sdc
export NUM_CORES = 4
export LEC_CHECK = 1
export CORE_UTILIZATION = 50
--- ./run.sh ---
#!/bin/bash
# OpenROAD 26Q1-2900-gdf79404cd8, Yosys 0.63+post, stock flow scripts
make -C /OpenROAD-flow-scripts/flow DESIGN_CONFIG=/design/flow/config.mk WORK_HOME=/design/flow/orfs finish
--- ./constraint.sdc ---
current_design RegisterFile

set clk_period 10.0
set clk_io_pct 0.2

create_clock -name clk0 -period $clk_period [get_ports {Clock}]

set non_clock_inputs [all_inputs -no_clocks]
set_input_delay [expr $clk_period * $clk_io_pct] -clock clk0 $non_clock_inputs
set_output_delay [expr $clk_period * $clk_io_pct] -clock clk0 [all_outputs]
--- ./design.v ---
`timescale 1ns / 1ps
module RegisterFile(
    input Clock,
    input Reset,
    input [4:0] ReadRg1, ReadRg2, WriteRg,
    input RegWrite,
    input [31:0] WriteData,
    output [31:0] ReadData1, ReadData2 
    );
    reg [31:0] registers [0:31];
    integer i;
    initial begin
      for (i = 0; i < 32; i=i+1) begin
        registers[i] <= 0;
      end
      registers[29] <= 65536;
      registers[30] <= 65536;
    end
    always @(posedge Clock) begin
            if (WriteRg != 0) 
                registers[WriteRg] <= RegWrite ? WriteData : registers[WriteRg];
    end
    assign ReadData1 = registers[ReadRg1];
    assign ReadData2 = registers[ReadRg2];
endmodule
==> metrics.yaml <==
die_y_um: 314.3
leakage_nw: 20.22
synth-edff-count: 1024
synth_seq_share: 0.6307
grt_usage: 0.3309
die_width_um: 314.3
synth_cell_types: 24
routedWlPerCell_um: 30.56
grt_pass1_vias: 32040
clock-sinks: 1024
dpl_worst_slack_ns: 2.625
htree_levels: 3
start_kind: "input port"
grt_pass1_wl_um: 213100
ys.flop_type: "edfxtp_1"
dp_hpwl_um: 78190
drt_iter0_markers: 2338
routed_wl_um: 148900
cts_buffers: 108
fmax_mhz: 134.9
clk_pin_slew_worst_paths_ns: 0.06
fin_cells: 4870
top_area_frac: 0.6307
fin_tns_setup_ns: 0
required_ns: 8.00
syn_area_per_cell_um2: 14.40
fillers: 7254
final.min_clock_period_ns: 7.411
yosysChipArea_mm2: 0.04876
yosys_warnings: 1
min-delay-start: "WriteData[26]"
relSlewSlack: 0.2717
crit_type: "in -> out"
holdWs_ns: 2.145
setup_violations: 0
gr-total-overflow: 0
ys_ff: 1024
io_pins: 114
setup_slack_ns: 2.589
via_count: 30890
core-area_mm2: 0.09671
place.gp.congestion: 0.8582
status: "completed"
port_buffers: 112
drc: 0
clockRootBuffer: "clkbuf_16"
top_register: "registers"
area_growth_pct: 12.38
fp_util: 0.5042
antenna_found_initial: 2
post_cts_buffers: 0
tightestPinTransition_ns: 1.089
synth_cells: 3386
finalHoldViolCount: 0
ctsHoldBuffers: 0
cts.repair.resized: 0
hp-class: "in -> reg"
ant_nets: 0
drive_gt1_frac: 0.08742
dr.pass1.iters: 7
period_used_share: 0.7411
cts_tree: "done"
power_density_mw_per_mm2: 174.9
arrival_ns: 5.41
vdd_drop_max_uv: 126.1
cp-end-kind: "primary output"
dp.cells: 4670
drv_cap: 0
rsz0062_at_grt: "no"
top_cells_by_area: "edfxtp_1 63%, mux2i_1 21%, a22oi_1 3.0%, a22o_1 2.3%, nand3_1 2.0%"
synth_stat.cells: 3386
largest_area_cell: "edfxtp_1"
std_cell_rows: 114
worstPathMaxFanout: 25
slew_violations: 0
drt-vias-per-instance: 6.342
startpoint: "ReadRg1[0]"
reg_top3: "registers x1024"
grt_max_degree: 99
largest_reg_flops: 1024
die-area_mm2: 0.09877
async_flop_share: 0
cts_buffer_depth: 3
yosys-top-cells-count: "1024 x edfxtp_1, 1024 x mux2i_1, 195 x nand2_1, 194 x nand3_1"
warnings: 27
synth_area_mm2: 0.04876
==> worst max-delay path, cell delays in order <==
cell and delay [ns]:
clkdlybuf4s50_1 0.54, nor2_4 0.53, buf_4 0.47, buf_4 0.49
a22o_1 0.22, nor3_1 0.06, a31oi_1 0.27, nand3_1 0.21
clkdlybuf4s50_1 0.58
==> area by class of cell <==
cell class / count / area (µm²) / share of cell area
Antenna cell: 2 / 5.005 / 0.00009134
Clock buffer: 137 / 2875 / 0.05248
Sequential cell: 1024 / 30750 / 0.5612
Clock inverter: 61 / 511.7 / 0.009340
Timing Repair Buffer: 230 / 2167 / 0.03955
Tap cell: 1276 / 1597 / 0.02914
Multi-Input combinational cell: 2140 / 16890 / 0.3082
==> stage by stage <==
stage	cell area, µm²	power, mW	utilization
finish	54790	9.583	0.5666
global route	54790	9.855	0.5665
CTS	54790	9.611	0.5665
detailed placement	51400	5.781	0.5315
global placement	51400	5.771	0.5315
floorplan	48870	5.397	-
==> layer usage <==
| layer | track usage | wire length (µm) | share of wire | vias to the layer above |
|---|---|---|---|---|
| met4 | 0.08359 | 4819 | 0.032 | 8 |
| met5 | 0.01886 | 194 | 0.0013 | - |
| met2 | 0.4815 | 68840 | 0.46 | 1950 |
| met3 | 0.2189 | 23470 | 0.16 | 325 |
| li1 | - | - | - | 13610 |
| met1 | 0.4278 | 51530 | 0.35 | 15000 |
==> path summary, 6_finish.rpt <==
kind                             to  slack [ns]  depth (start not counted)
setup / recovery       ReadData1[8]        2.59                          9
hold / removal    registers[16][26]        2.14                          2
==> cell usage in the layout (no fill, tap or decap), types with 3 or more instances in the layout <==
cell                n
a22o_1            128
bufinv_16           9
clkinv_1           28
a22oi_1           192
edfxtp_1         1024
buf_12             12
buf_4             106
nand2b_2            4
nor3_1             64
clkdlybuf4s50_1   110
nand2_1           193
a21oi_1           192
nor2b_4             4
clkbuf_1           26
conb_1             32
nor2_4             33
clkbuf_16         111
or3b_2              3
nand3b_1            5
a31oi_1            64
nand3_1           194
clkinv_2           19
mux2i_1          1024
==> where the power goes <==
group          leakage, nW  switching, mW  internal, mW
sequential            9.25         0.0248          4.79
clock                 1.66           1.63          2.25
combinational         9.31          0.559         0.334
==> kinds of logic (layout without fill, tap and decap cells) <==
logic type / count (synthesis) / count (layout) / share of synthesized area
multiplexers: 1024 / 1024 / 0.2102
flip-flops: 1024 / 1024 / 0.6307
AND-OR/OR-AND: 576 / 576 / 0.08048
AND/OR/NAND/NOR: 508 / 508 / 0.04709
buffers and inverters: 253 / 428 / 0.03146
other: 1 / 34 / 0.00007691
Power and IR drop assume default switching activity.
